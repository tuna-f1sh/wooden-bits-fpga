--- design/flow/design.v ---
module binary_clock(clk, reset, ce, count);
   input clk, reset;
   input ce;   
   output [13:0] count;  
   reg [13:0] count;
   wire [3:0] d0 = count[3:0];
   wire [2:0] d1 = count[6:4];
   wire [3:0] d2 = count[10:7];
   wire [1:0] d3 = count[12:11];
   always @(posedge clk or posedge reset) begin
      if (reset) begin
         count <= 0;
      end else begin
        if (ce) begin
           if (count[3] & count[0]) begin  
              count[3:0] <= 0;
              if (count[6] & count[4]) begin  
                count[6:4] <= 0;
                if (count[10] & count[7]) begin  
                  count[10:7] <= 0;
                  if (count[12] & count[8] * count[7]) begin  
                    count[12:11] = 0;
                  end else begin
                    count[12:11] <= count[12:11] + 1;
                  end
                end else begin
                  count[10:7] <= count[10:7] + 1;
                end
              end else begin
                count[6:4] <= count[6:4] + 1;
              end
           end else begin
              count[3:0] <= count[3:0] + 1;
           end
         end
      end
   end
endmodule
--- design/flow/run.sh ---
#!/bin/bash
# OpenROAD 26Q1-2900-gdf79404cd8, Yosys 0.63+post, stock flow scripts
make -C /OpenROAD-flow-scripts/flow DESIGN_CONFIG=/design/flow/config.mk WORK_HOME=/design/flow/orfs finish
--- design/flow/config.mk ---
export PLATFORM = sky130hd
export DESIGN_NAME = binary_clock
export DESIGN_NICKNAME = binary_clock
export VERILOG_FILES = /design/flow/design.v
export SDC_FILE = /design/flow/constraint.sdc
export NUM_CORES = 4
export LEC_CHECK = 1
export CORE_AREA = 10 10 70 70
export DIE_AREA = 0 0 80 80
--- design/flow/constraint.sdc ---
current_design binary_clock

set clk_period 2.8
set clk_io_pct 0.2

create_clock -name clk0 -period $clk_period [get_ports {clk}]

set non_clock_inputs [all_inputs -no_clocks]
set_input_delay [expr $clk_period * $clk_io_pct] -clock clk0 $non_clock_inputs
set_output_delay [expr $clk_period * $clk_io_pct] -clock clk0 [all_outputs]
==> GITHUB_STEP_SUMMARY <==
## Synthesis and layout report

| Metric | Value |
|---|---|
| RSZ-0062 raised after global routing | `false` |
| Largest Register | `count` |
| Clock buffer depth | `2` |
| Initial antenna violation count | `0` |
| PwrDens | `681 nW/um^2` |
| Worst Setup EP | `count[11]` |
| Complex Gates by Area | `under 10%` |
| Core Util at FP | `around 19%` |
| Ratio of cells with drive above 1 in the final layout | `10.1%` |
| Max reg flops | `13` |
| Die Ht | `80 um` |
| Largest registers | `count (13)` |
| Capture point of the worst reg-to-reg path | `count[11]` |
| Post-CTS Hold Buffers | `0` |
| Ys cells | `roughly 63` |
| Share of the clock period used by the worst path | `67.9%` |
| FF/Latch Area | `approximately 330 um^2` |
| Mux area share | `between 5 and 6%` |
| Horiz. Die Dim | `80 um` |
| Setup violations, final | `0` |
| Routed WL per cell | `~11 um` |
| Slack of the critical path | `~900 ps` |
| Synth logic family | `simple AND/OR/NAND/NOR gates` |
| Leak pwr | `0.379 nW` |
| Post-Syn Instances | `~63` |
| FA/HA/MAJ Cells, Area Fraction | `5.70%` |
| Filler instances | `371` |
| Via count | `~500` |
| I/O Buffers | `15` |
| Dominant register cell | `dfrtp_1` |
| Number of DRC markers in iteration 0 | `36` |
| Synth warn | `1` |
| Synth area leaders | `dfrtp_1, ha_1, nand2_1` |
| Largest net degree at the start of global routing | `14` |
| Crit path DAT | `2070 ps` |
| GP Congestion | `roughly 0.78` |
| HPWL Detailed | `1060 um` |
| HP Class | `register to register` |
| TritonCTS clock tree | `yes` |
| I/O pins | `17` |
| Crit path from | `ce` |
| Tool warnings | `25` |
| Final wirelength | `1430 um` |
| Synth top cell by count | `dfrtp_1` |
| Final Max Tran Viols | `0` |
| Core Box Area | `3420 um^2` |
| TritonCTS buffer count | `3` |
| H-tree Lvls | `1` |
| And+or+nand+nor area frac | `18.4%` |
| Total grt overflow | `0` |
| R2r startpoint | `count[0]` |
| Seq/Total Area, Yosys | `49.4%` |
| Area grow syn2layout | `31.6%` |
| Final ANT Viol Nets | `0` |
| XOR/XNOR Area Share | `6.65%` |
| Commonest cells in the netlist | `dfrtp_1, nand2_1, nand3_1, o21ai_0` |
| Fin crit period | `approximately 1900 ps` |
| Hold Vio Cnt, Final | `0` |
| Num rows | `21` |
| Fraction of registers with async set/reset | `100%` |
| Worst slack, placed | `about 620 ps` |
| TNS Setup | `0 ps` |
| Clk sinks | `13` |
| Root Buffer | `clkbuf_4` |
| Chip Area | `6400 um^2` |
| Worst R2R Path Depth | `3` |
| Vias in the first global route | `486` |
| Status | `finished clean` |
| Comb area | `299 um^2` |
| Worst VDD drop | `0.139 mV` |
| Routed vias/inst | `3.99` |
| Max-area cell share | `49.4%` |
| CP max FO | `8` |
| Total global-route track usage | `4.45%` |
| EDFF count, synth | `0` |
| Worst setup EP type | `register` |
| Clock Latency Late Sink | `270 ps` |
| FF-to-FF setup slack | `around 1300 ps` |
| DR pass1 iterations | `4` |
| Critical Path RT | `~3000 ps` |
| Pwr Total | `0.590 mW` |
| Peak Freq | `0.526 GHz` |
| Yosys Chip Area | `658 um^2` |
| Drc violations | `0` |
| Yosys cell types | `25` |
| Startpoint Class | `input pin` |
| Final Skew | `0.597 ps` |
| Max-Cap Viols | `0` |
| Post-CTS setup buffers | `0` |
| First-pass GRT wire length | `2280 um` |
| Yosys reg bits | `13` |
| Cell type with the largest total area | `dfrtp_1` |
| Syn Area/Cell | `approximately 10 um^2` |
| Synthesized area | `about 660 um^2` |
| # diodes | `0` |
| CTS resizes | `0` |
| WS Path Type | `input pin to register` |
| Reg clk slew, reported paths | `80 ps` |
## routing by layer
metal	vias to the layer above	global-route usage [%]	routed length, um
li1	248	-	-
met1	234	5.56	668
met2	13	6.42	594
met3	4	2.61	140
met4	0	1.06	23
met5	-	0	0
## worst max-delay path: stages
cell and delay, ps:
clkdlybuf4s50_1 630, nand3_1 280, nor3_1 250, mux2_2 350
## kinds of logic (layout without fill, tap and decap cells)
| group | Yosys count | after routing |
|---|---|---|
| XOR/XNOR | 5 | 5 |
| multiplexers | 3 | 3 |
| flip-flops | 13 | 13 |
| AND-OR/OR-AND | 9 | 9 |
| AND/OR/NAND/NOR | 24 | 24 |
| buffers and inverters | 5 | 21 |
| adder cells (fa/ha/maj) | 3 | 3 |
| other | 1 | 1 |
## through the flow
step                utilization, %  hold slack (ps)  cell area [um^2]  instances
CTS                           25.3              521               866        125
floorplan                        -              437               658         63
global route                  25.3              546               866        125
finish                        25.3              514               866        125
global placement              24.6              492               840        121
detailed placement            24.6              500               840        121
## how the worst min path moves through the flow
stage	from	endpoint	slack, ps	cells after the start
CTS	count[5]	count[5]	520	2
global route	count[5]	count[5]	550	2
finish	count[5]	count[5]	510	2
## power breakdown
group / internal, mW / switching (mW) / total (mW)
clock network: 0.0552 / 0.0606 / 0.116
registers: 0.233 / 0.0670 / 0.300
logic: 0.117 / 0.0573 / 0.174
## area by class of cell
cell class	count	area share, %
inverter	2	0.867
clock buffer	4	3.03
timing repair buffer	15	17.3
sequential	13	37.6
tap	46	6.65
multi-input combinational	45	34.5
## layout by cell type, fill, tap and decap left out, drive strengths merged, types with 3 or more instances in the layout
cell / count
clkbuf: 4
clkdlybuf4s50: 15
dfrtp: 13
ha: 3
nand2: 10
nand3: 4
nor2: 3
o21ai: 4
xor2: 3
Power is estimated from default activity; no workload was simulated.
